## /design/flow/design.v

```verilog
`timescale 1ns / 1ps
module Mbledhesi_16(
    input[15:0] A,
    input[15:0] B,
    output[15:0] result,
    output CarryOut
    );
    wire [14:0] COUT;
mbledhesi1b MBLEDHESI0(A[0], B[0],1'b0, result[0], COUT[0]);
mbledhesi1b MBLEDHESI1(A[1], B[1], COUT[0],result[1], COUT[1]);
mbledhesi1b MBLEDHESI2(A[2], B[2], COUT[1],result[2], COUT[2]);
mbledhesi1b MBLEDHESI3(A[3], B[3], COUT[2],result[3], COUT[3]);
mbledhesi1b MBLEDHESI4(A[4], B[4], COUT[3],result[4], COUT[4]);
mbledhesi1b MBLEDHESI5(A[5], B[5], COUT[4],result[5], COUT[5]);
mbledhesi1b MBLEDHESI6(A[6], B[6], COUT[5],result[6], COUT[6]);
mbledhesi1b MBLEDHESI7(A[7], B[7], COUT[6],result[7], COUT[7]);
mbledhesi1b MBLEDHESI8(A[8], B[8], COUT[7],result[8], COUT[8]);
mbledhesi1b MBLEDHESI9(A[9], B[9], COUT[8],result[9], COUT[9]);
mbledhesi1b MBLEDHESI10(A[10], B[10], COUT[9],result[10], COUT[10]);
mbledhesi1b MBLEDHESI11(A[11], B[11], COUT[10],result[11], COUT[11]);
mbledhesi1b MBLEDHESI12(A[12], B[12], COUT[11],result[12], COUT[12]);
mbledhesi1b MBLEDHESI13(A[13], B[13], COUT[12],result[13], COUT[13]);
mbledhesi1b MBLEDHESI14(A[14], B[14], COUT[13],result[14], COUT[14]);
mbledhesi1b MBLEDHESI15(A[15], B[15], COUT[14],result[15], CarryOut);
endmodule
`timescale 1ns / 1ps
module mbledhesi1b(
 input A,
    input B,
    input CIN,
    output SUM,
    output COUT
    );
assign SUM = CIN ^ A ^ B;
assign COUT = CIN & A | CIN & B | A & B;
endmodule
```

## /design/flow/run.sh

```bash
#!/bin/bash
# OpenROAD 26Q1-2900-gdf79404cd8, Yosys 0.63+post, stock flow scripts
make -C /OpenROAD-flow-scripts/flow DESIGN_CONFIG=/design/flow/config.mk WORK_HOME=/design/flow/orfs finish
```

## /design/flow/config.mk

```make
export PLATFORM = sky130hd
export DESIGN_NAME = Mbledhesi_16
export DESIGN_NICKNAME = Mbledhesi_16
export VERILOG_FILES = /design/flow/design.v
export SDC_FILE = /design/flow/constraint.sdc
export NUM_CORES = 4
export LEC_CHECK = 1
export CORE_AREA = 10 10 70 70
export DIE_AREA = 0 0 80 80
```

## /design/flow/constraint.sdc

```tcl
current_design Mbledhesi_16

set clk_period 5.0
set clk_io_pct 0.2

create_clock -name clk0 -period $clk_period

set non_clock_inputs [all_inputs -no_clocks]
set_input_delay [expr $clk_period * $clk_io_pct] -clock clk0 $non_clock_inputs
set_output_delay [expr $clk_period * $clk_io_pct] -clock clk0 [all_outputs]
```

==> run notes <==
Notes on the flow run.

- Per the final timing report, the hold violations number 0.
- The checks that failed: setup timing.
- The share of layout cells above drive strength 1 is 45.71%, for reference.
- The final max-slew violation count recorded for this run is 0.
- After floorplanning, the core was sized to cover 3416 um^2.
- The cell count after synthesis came out at 37.
- Across all layers, the routed design uses 367 vias.
- The number of buffers inserted by hold repair at cts is 0, for reference.
- The count of nets left with antenna violations after detail routing is 0, for reference.
- The cell area that synthesis handed to floorplanning was 451.7 um^2.
- The routed layout reports a DRC error count of 0.
- The script extracted a total leakage power of 0.3284 nW.
- The pre-CTS setup slack is -3.462 ns, for reference.
- Combinational cells account for 100.0% of the total power.
- The total antenna diodes in the routed design is 0, for reference.
- The horizontal die dimension is 80 um, for reference.
- The highest supply drop recorded on VDD is 0.03162 mV.
- The number of global-route vias before repair was 422.
- The critical-path cell with the highest stage delay is fa_2, for reference.
- STA classifies the critical path endpoint as an output port.
- In the post-route report, total wirelength is listed as 1519 um.
- The final setup slack of the worst path is -2.683 ns, for reference.
- The switching share of power is 30.85%, for reference.
- The total overflow left after global routing is 0.
- Listed in order, past its start point the critical path passes buf_6 > ha_4 > fa_2 > fa_2 > fa_2 > fa_2 > fa_2 > fa_2 > fa_2 > fa_2 > fa_2 > fa_2 > fa_2 > fa_2 > fa_2 > fa_2 > inv_2 > fa_2 > inv_2 > buf_2.
- The number of antenna violations at the first check in global routing is 0.
- The worst pin sits at a relative slew slack of 91.93%.
- There are 0 flip-flops and latches.
- The largest fanout of any net on the critical path is 1, for reference.
- Counting I/O delays and the setup requirement, the final critical path takes 7.683 ns.
- The critical path start-end classification is in -> out, for reference.
- The longest incremental delay of any stage on the critical path is reported as 0.42 ns.
- The port buffer count is 49, for reference.
- Detailed placement finished with a half-perimeter wire length of 1523 um.
- In the final routed layout, each cell accounts on average for 13.09 um.
- The startpoint kind of the worst setup timing path is a primary input, for reference.
- After synthesis, the cell types taking the most area are fa_1 (66%), buf_4 (27%), inv_1 (4.2%).
- Looking at the max-slew report, the worst-margin pin has a slew of 0.1206 ns.
- The synthesis-to-layout area growth is 92.80%, for reference.
- Yosys reports that the leading cell type by area covers 66.48% of the netlist area.
- Entering global routing, the biggest net connects 2 pins.
- The share of the core area taken by cells at floorplan is 13.22%.
- STA puts the critical path data required time at 4.00 ns.
- The final period utilization is 153.7%, for reference.
- For this run, the detailed router reports a per-instance via density of 3.164.
- The synthesized area divided by synthesized cell count is 12.21 um^2, for reference.
- The total number of warnings across the stage logs is 35, for reference.
- During I/O placement, the number of pins put on the boundary was 49.
- The sum of internal, switching and leakage power is 88.84 uW, for reference.
- The synthesized chip area reported by yosys is 451.7 um^2, for reference.
- The total global-route track usage is 4.397%, for reference.
- The final-layout worst hold slack is 2.634 ns, for reference.
- The layout has 0 clock buffers.
- The worst min-delay path class is in -> out, for reference.
- The internal power consumption is 61.43 uW, for reference.
- The placer congestion estimate is 0.8227, for reference.
- Timing would allow up to 130.2 MHz.
- The net switching component of the power is 27.41 uW, for reference.
- The run finished, with violations left.
- Detailed-route iteration 0 reported a violation count of 0.
- Per Yosys stat, the portion of area used by sequential elements is 0%.
- The part of the power in registers is 0%, for reference.
- In the final layout, flip-flops and latches occupy 0 um^2.
- According to the floorplan report, the die height is 80 um.
- In this run, the clock network consumes 0% of the power.
- For this design, Yosys synthesis ends with a cell count of 37.
- The post-synthesis cell type count is 4, for reference.
- For reference, the placement row count at floorplan is 21.
- In the log, the iteration count for the first detailed-route pass is 1.
- The report counts max-capacitance violations totalling 0.
- The most frequent logic cell in the layout is clkdlybuf4s50_1, for reference.
- The count of final setup violators is 9, for reference.
- Per the cell usage report, the commonest logic cells after layout are clkdlybuf4s50_1 (34), fa_2 (15), buf_2 (10).
- Setup repair after global routing could not meet its margin everywhere.
- The chip area is 6400 um^2, for reference.
- The most used cell along the critical path is fa_2, for reference.
- Counting the warning lines in the Yosys log gives 0.
- The power per cell area is 102.0 nW/um^2, for reference.
- The dominant cell type by area after synthesis is fa_1, for reference.
- The first-pass GRT wire length is 2194 um, for reference.
- The signal arrival time at the worst endpoint is 6.68 ns, for reference.
[cells in the mapped netlist]
library cell,n
fa_1,15
inv_1,5
buf_4,16
ha_1,1
[worst max-delay path, delay by kind of cell]
| family | cells | cell delay, ns |
|---|---|---|
| buffers and inverters | 4 | 0.30 |
| adders and majority gates | 16 | 5.36 |
[worst paths after layout]
kind / start / to / slack, ns / cells after the start
min: A[0] / result[0] / 2.63 / 3
max: B[0] / result[15] / -2.68 / 20
[what timing repair did]
action | 4_1_cts | 5_1_grt
pin swaps | 16 | 15
setup endpoints to repair | 11 | 10
gates resized | 45 | 5
setup buffers | 0 | 0
[power groups by stage]
stage	sequential [mW]	clock [mW]	combinational (mW)
4_1_cts	0	0	0.0942
5_1_grt	0	0	0.103
6_report	0	0	0.0888
[metal layers]
metal / vias to the layer above / track usage [%] / routed length (um)
li1: 157 / - / -
met1: 163 / 4.934 / 547
met2: 47 / 5.859 / 509
met3: 0 / 4.886 / 461
met4: 0 / 0 / 0
met5: - / 0 / 0
[logic make-up (layout without fill, tap and decap cells)]
kind of cell	Yosys count	in the layout	synth area share, %
adders and majority gates	16	16	69.25
buffers and inverters	21	54	30.75
[stage by stage]
step,area [um^2],cells,setup TNS [ns],util (%)
after floorplan,501.7,37,-12.41,-
after global placement,929.6,116,-21.95,27.22
after detailed placement,929.6,116,-22.09,27.22
after CTS,878.3,116,-17.95,25.71
after global routing,870.8,116,-15.00,25.49
final,870.8,116,-14.12,25.49
[final cells by class]
class	instances	area (um^2)
Timing Repair Buffer	49	431.7
Tap cell	46	57.56
Multi-Input combinational cell	16	362.8
Fill cell	369	2545
Inverter	5	18.77
Power and IR drop assume default switching activity.
