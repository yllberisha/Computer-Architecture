<file path="flow/design.v">
`timescale 1ns / 1ps
module registerfile(
input wire[2:0] RS,
input wire [2:0] RT,
input wire [2:0] RD,
input wire [15:0] WriteData,
output wire [15:0] ReadRS,
output wire [15:0] ReadRT,
input wire RegWrite,
input wire Clock);
reg[15:0] Registers[7:0];
integer i;
initial
begin
    for(i = 0; i < 8; i = i + 1)begin
       Registers[i] = 16'd0; 
       end
end
always @ (posedge Clock)
begin
if(RegWrite) Registers[RD] <= WriteData;
end
assign ReadRS = Registers[RS];
assign ReadRT = Registers[RT];
endmodule
</file>
<file path="flow/run.sh">
#!/bin/bash
# OpenROAD 26Q1-2900-gdf79404cd8, Yosys 0.63+post, stock flow scripts
make -C /OpenROAD-flow-scripts/flow DESIGN_CONFIG=/design/flow/config.mk WORK_HOME=/design/flow/orfs finish
</file>
<file path="flow/config.mk">
export PLATFORM = sky130hd
export DESIGN_NAME = registerfile
export DESIGN_NICKNAME = registerfile
export VERILOG_FILES = /design/flow/design.v
export SDC_FILE = /design/flow/constraint.sdc
export NUM_CORES = 4
export LEC_CHECK = 1
export CORE_UTILIZATION = 40
</file>
<file path="flow/constraint.sdc">
current_design registerfile

set clk_period 3.3
set clk_io_pct 0.2

create_clock -name clk0 -period $clk_period [get_ports {Clock}]

set non_clock_inputs [all_inputs -no_clocks]
set_input_delay [expr $clk_period * $clk_io_pct] -clock clk0 $non_clock_inputs
set_output_delay [expr $clk_period * $clk_io_pct] -clock clk0 [all_outputs]
</file>
==> results.txt <==
run metrics: setup TNS 0 ps, Max VDD drop about 0.29 mV, distinct lib cells 12, Tool Warnings 25, final wirelength 11.53 mm, Die X ~120 um, CP bufs+invs 3, Detail Route Antenna Nets 0, Design Area, Final 7448 sq um, Yosys Instances approximately 260, Yosys warnings 1, Rel. slew slack approximately 80%, Power Density 525.0 nW/um^2, htree depth 4, post-DP HPWL 6.349 mm, Mapped Cells 255, final core utilization 50.86%, Setup-failing EPs final 0, Max clock buf depth 2, Post-CTS Setup Bufs 0, critical-path cell list clkdlybuf4s50_1 > buf_12 > mux4_1 > mux2_2 > clkdlybuf4s50_1, Crit Path Class input port to output port, RSZ-0062 raised after global routing false, max FFs per register 128, clk slew on worst S/H paths 50 ps, vias in the first global route between 3k and 4k, most numerous logic cells after layout edfxtp_1, mux4_1, clkdlybuf4s50_1, area of the core between 10000 and 15000 sq um, critical path endpoint category output port, # resized after CTS 0, area added between synthesis and finish 23.22%, Leak Pwr about 2.5 nW, Synthesized registers 128, row count 44, CTS root buf clkbuf_16, first-pass GRT wire length approximately 18 mm, Inserted Diodes 0, DR iter-0 viols 140, fmax 322.6 MHz, initial antenna violation count 0, first drt pass iteration count 20, DIE HEIGHT around 120 um, CTS Buf Count 17, die area approximately 16000 sq um, vias per inst roughly 5.5, min cycle time layout 3100 ps, grt ovf 0, routed len/inst 21.97 um, Crit-path slowest cell clkdlybuf4s50_1, status completed, WP data required approximately 2600 ps, largest net degree at the start of global routing 33, # DRC 0, Placer Congestion around 0.69, Ports between 50 and 60, CP max FO 32, Mean Syn Cell Area 23.70 sq um, CP startpoint kind input port, Hold Path Depth 1, CP delay by family, top buffers and inverters, Post-Syn Area about 6000 sq um, Most flops, register Registers, Worst-Margin Slew 328.9 ps, most used cell, CP clkdlybuf4s50_1, Post-CTS Hold Buffers 0, max cap viols 0, IO buf count 58, Num Clock Sinks between 100 and 150, fp_density about 41%, CP arrival 2440 ps, crit share post-route a little over nine tenths, Vias between 2k and 3k, Worst path max stage delay roughly 500 ps, Hold Path Class input port to register, Levels on crit path 5, biggest regs Registers (128), Final Hold Viols 0, layout cell share with drive strength beyond 1 about 24%, Post-synth seq share between 60% and 70%, CTS tree done, max-slew violations 0, dominant logic cell type in the layout edfxtp_1, GR Util All Layers between 10% and 20%, yosys stat area 6045 sq um, cell area after placement around 6900 sq um
cell families after synthesis:
family        Yosys count  synth area share, %
buf+inv                18                2.153
flops                 128                63.59
mux                    96                33.29
simple gates           13               0.9729
synth_stat cells:
cell / count / area (sq um)
nand2_1: 2 / 7.510
clkbuf_1: 2 / 7.510
mux2_2: 32 / 360.4
mux4_1: 56 / 1471
buf_1: 6 / 22.52
nand2b_1: 3 / 18.77
nor2_1: 6 / 22.52
nor3_1: 2 / 10.01
edfxtp_1: 128 / 3844
mux4_2: 8 / 180.2
buf_6: 8 / 90.09
clkbuf_2: 2 / 10.01
path summary, 6_finish.rpt:
kind,start,endpoint,slack [ps]
min,WriteData[14],Registers[5][14]$_DFFE_PP_,990
max,RT[2],ReadRT[7],200
power breakdown:
| part | internal [mW] | switching (mW) |
|---|---|---|
| combinational | 0.235 | 0.133 |
| sequential | 1.85 | 0.0171 |
| clock | 1.09 | 0.588 |
per-stage QoR:
step / hold WS, ps / setup WS, ps / power, mW / std cells
global placement: 1381 / 190.5 / 2.269 / 494
floorplan: 758.9 / 917.4 / 2.079 / 255
global route: 1004 / 132.5 / 4.050 / 525
CTS: 974.6 / 187.5 / 3.950 / 525
finish: 992.3 / 200.5 / 3.910 / 525
detailed placement: 1396 / 204.7 / 2.272 / 494
layout make-up:
| class | count | area, sq um |
|---|---|---|
| Fill cell | 1128 | 7196 |
| Clock inverter | 10 | 95.09 |
| Timing Repair Buffer | 73 | 758.2 |
| Clock buffer | 21 | 440.4 |
| Tap cell | 184 | 230.2 |
| Sequential cell | 128 | 3844 |
| Multi-Input combinational cell | 109 | 2081 |
metal layers:
metal / global-route usage (%) / part of all wire (%) / vias to the layer above
li1: - / - / 1319
met1: 21.29 / 36 / 1424
met2: 27.69 / 51 / 150
met3: 11.12 / 12 / 8
met4: 1.865 / 0.82 / 0
met5: 0 / 0 / -
Power and IR drop assume default switching activity.
